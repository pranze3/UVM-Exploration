$ cat /design/flow/config.mk
export PLATFORM = sky130hd
export DESIGN_NAME = gcd
export DESIGN_NICKNAME = gcd
export VERILOG_FILES = /design/flow/design.v
export SDC_FILE = /design/flow/constraint.sdc
export NUM_CORES = 4
export LEC_CHECK = 1
export CORE_UTILIZATION = 30
export SYNTH_HDL_FRONTEND = slang
$ cat /design/flow/constraint.sdc
current_design gcd

set clk_period 3.6
set clk_io_pct 0.2

create_clock -name clk0 -period $clk_period [get_ports {clk_i}]

set non_clock_inputs [all_inputs -no_clocks]
set_input_delay [expr $clk_period * $clk_io_pct] -clock clk0 $non_clock_inputs
set_output_delay [expr $clk_period * $clk_io_pct] -clock clk0 [all_outputs]
$ cat /design/flow/design.v
package gcd_pkg;
typedef enum logic [1:0] {
        IDLE = 2'b00,
        LOADING = 2'b01,
        COMPUTING = 2'b10,
        DONE = 2'b11,
        STATEX = 2'bxx
} state_struct;
endpackage
module gcd 
    #(
        parameter    WIDTH = 8
    )
    (
	    input  logic            clk_i, rst_i,    
	    input  logic            valid_i,         
	    input  logic [WIDTH-1:0]a_i, b_i,        
	    output logic [WIDTH-1:0]gcd_o,           
	    output logic            valid_o          
    );
    timeunit 1ns;
    timeprecision 100ps;
    import gcd_pkg::*;
    logic [WIDTH-1:0] a_reg, b_reg;
    state_struct state_r, next_state_r;
    always_ff @(posedge clk_i or posedge rst_i) begin
        if (rst_i) begin
            state_r <= IDLE;
        end else begin
            state_r <= next_state_r;
        end
    end 
    always_comb begin
        next_state_r = IDLE;
        case (state_r)
            IDLE: next_state_r = (valid_i) ? LOADING : IDLE;
            LOADING: next_state_r = COMPUTING;
            COMPUTING: next_state_r = (a_reg == b_reg) ? DONE : COMPUTING;
            DONE: next_state_r = IDLE;
            default: next_state_r = IDLE;   
        endcase
    end
    always_ff @(posedge clk_i or posedge rst_i) begin
        if (rst_i) begin
            a_reg <= '0;
            b_reg <= '0;
            gcd_o <= '0;
            valid_o <= 1'b0;
        end else begin
            gcd_o <= '0;
            valid_o <= 1'b0;
            case (state_r)   
                IDLE: begin
                    valid_o <= 1'b0;
                    a_reg <= '0;
                    b_reg <= '0;
                end
                LOADING: begin
                    a_reg <= a_i;
                    b_reg <= b_i;
                end
                COMPUTING: begin
                    if (a_reg > b_reg) begin
                        a_reg <= a_reg - b_reg;
                    end else if (b_reg > a_reg) begin
                        b_reg <= b_reg - a_reg;
                    end
                end
                DONE: begin
                    gcd_o <= a_reg;   
                    valid_o <= 1'b1;
                end
                default: begin
                    gcd_o <= 'x;
                    valid_o <= 1'bx;
                end
            endcase
        end
    end
endmodule
$ cat /design/flow/run.sh
#!/bin/bash
# OpenROAD 26Q1-2900-gdf79404cd8, Yosys 0.63+post, stock flow scripts
make -C /OpenROAD-flow-scripts/flow DESIGN_CONFIG=/design/flow/config.mk WORK_HOME=/design/flow/orfs finish
==> GITHUB_STEP_SUMMARY <==
### Flow metrics

| Metric | Value |
|---|---|
| Post_cts resized | 0 |
| Core Footprint | 6490 um^2 |
| Die Area | 7240 um^2 |
| DR vias/cell | 5.07 |
| Final Max Tran Viols | 0 |
| Crit share post-route | 69.2% |
| Finished Layout Cells | 312 |
| Slowest cell on crit path | fa_1 |
| OpenROAD warnings | 33 |
| Internal power | 516 uW |
| Count leader, synth | dfrtp_1 |
| Initial DRT Pass Iterations | 4 |
| Die height | 85.1 um |
| Most frequent CP cell | inv_1 |
| Chip width | 85.1 um |
| Avg Cell Area, Syn | 9.91 um^2 |
| Vias in the first global route | 1570 |
| Sequential cell area fraction in the yosys report | 35.1% |
| Worst EP required | 3.77 ns |
| Max Clk Rate | 0.402 GHz |
| Placed Area | 2370 um^2 |
| Largest stage delay, worst path | 0.43 ns |
| Max cap viols | 0 |
| LEAKAGE | 0.00110 uW |
| Layout area overhead | 19.5% |
| Cts-stage hold buffer count | 0 |
| Clock skew | 0.00823 ns |
| Placed insts | 304 |
| Finished Cell Area | 2470 um^2 |
| Status | completed |
| Fraction of layout cells with a size suffix above 1 | 9.36% |
| Initial drt markers | 121 |
| Ys Warns | 0 |
| Setup TNS | 0 ns |
| RSZ-0062 raised after global routing | no |
| Drc violations | 0 |
| Minimum clock period | 2.49 ns |
| DRT antenna net count | 0 |
| Switching power | 135 uW |
| DR vias | 1583 |
| Cell count in the Yosys report | 209 |
| Mapped Cells | 209 |
| GRT Total Usage | 14.4% |
| Row Count | 29 |
| Sequential group share of total power | 50.0% |
| Syn Std Cell Area | 2070 um^2 |
| Global placement routability congestion | 0.898 |
| Worst vdd ir | 0.132 mV |
| CTS tree | built |
| Flops out of synthesis | 29 |
| Worst EP arrival | 2.66 ns |
| Final hold vios | 0 |
| DR WL/cell | 15.1 um |
| Clk buf depth | 2 |
| Dominant cell type by area after synthesis | dfrtp_1 |
| I/O Pins | 28 |
| Cell family with most CP delay | AND-OR/OR-AND gates |
| PD cells | 263 nW/um^2 |
| Num CTS Buffers | 5 |
| Global-route wire length before repair | 7970 um |
| Least-Margin Pin Slew | 0.751 ns |
| Synth top area cells | dfrtp_1, ha_1, mux2i_1 |
| CTS clk-pin slew, worst paths | 0.07 ns |
| Setup crit end kind | flip-flop |
| Critical path type | flip-flop to flip-flop |
| Clock latency (worst-skew pair) | 0.28 ns |
| Most frequent cells after synthesis | dfrtp_1, inv_1, ha_1 |
| Sw Share | 20.7% |
| CP max FO | 8 |
| Clock network power share | 45.7% |
| Async S/R FF share, synth | 100% |
| GRT overflow | 0 |
| Crit-path cells | inv_1 -> ha_1 -> inv_1 -> fa_1 -> a21o_1 -> a21oi_1 -> nor2_1 -> o211ai_4 -> mux2_4 |
| Startpoint Class | flip-flop |
| Top-area cell share | 33.8% |
| Count of library flops with an enable pin | 0 |
| Largest net degree at the start of global routing | 30 |
| Max-slew headroom | 49.9% |
| Yosys stat area | 2070 um^2 |
| Number of I/O port buffers | 27 |
| Clock Sinks | 29 |
| Hold Crit Class | flip-flop to flip-flop |
| Combinational cell fraction of total power | 4.3% |
| Fp_density | 31.9% |
| Antenna fix cells | 0 |
| DP Wirelength | 3410 um |
| Crit path buf inv count | 2 |
| CTS root buf | clkbuf_8 |
| Setup bufs post-CTS | 0 |
| Final setup fails | 0 |
| Drt total wl | 4730 um |
| Initial antenna violation count | 0 |
| Cell Type Count | 45 |
| H-tree depth | 2 |
| Ys flop type | dfrtp_1 |
[stage by stage]
stage	setup WS, ns	util (%)	hold WS, ns	power (uW)
detailed placement	1.14	36.5	0.497	361
finish	1.11	38.1	0.513	651
global placement	1.20	36.5	0.503	361
CTS	1.12	38.1	0.519	662
global route	0.975	38.1	0.551	683
floorplan	1.35	-	0.455	337
[power by group through the flow]
stage     Clock [uW]  Sequential [uW]  Combinational [uW]
6_report         298              326                27.8
4_1_cts          308              326                29.1
5_1_grt          326              326                30.9
[worst reg2reg max path: stages (launching register included)]
cell and delay (ns):
dfrtp_1 0.38, inv_1 0.09, ha_1 0.19, inv_1 0.06
fa_1 0.43, a21o_1 0.18, a21oi_1 0.21, nor2_1 0.10
o211ai_4 0.41, mux2_4 0.34
[layer usage]
layer / GRT usage [%] / share of wire [%] / vias up
li1: - / - / 795
met1: 22.7 / 49 / 749
met2: 21.3 / 45 / 35
met3: 3.46 / 4.9 / 4
met4: 1.85 / 0.97 / 0
met5: 0 / 0 / -
[final timing paths]
path / from / endpoint / slack (ns) / depth (start not counted)
max in group asynchronous: rst_i / state_r[0] / 2.47 / 3
min reg2reg: a_reg[2] / gcd_o[2] / 0.51 / 1
max: b_reg[0] / b_reg[5] / 1.11 / 9
min in group asynchronous: rst_i / b_reg[5] / 0.81 / 3
max reg2reg: b_reg[0] / b_reg[5] / 1.11 / 9
min: a_reg[2] / gcd_o[2] / 0.51 / 1
[area by class of cell]
cell class | count | area, um^2
clock buffer | 7 | 96.3
clock inverter | 1 | 5.00
fill | 639 | 4020
inverter | 22 | 82.6
multi-input combinational | 148 | 1190
sequential | 29 | 727
tap | 77 | 96.3
timing repair buffer | 28 | 278
[cell usage in the layout (no fill, tap or decap), types with 5 or more instances in the layout]
| cell | netlist | layout |
|---|---|---|
| o21ai_0 | 7 | 7 |
| nand2_1 | 7 | 7 |
| clkbuf_8 | 0 | 7 |
| mux2i_1 | 14 | 14 |
| inv_1 | 21 | 21 |
| nor2_1 | 11 | 11 |
| dfrtp_1 | 28 | 28 |
| a211oi_1 | 5 | 5 |
| and2_1 | 9 | 9 |
| a22oi_1 | 10 | 10 |
| clkdlybuf4s50_1 | 0 | 27 |
| ha_1 | 16 | 16 |
| a21oi_1 | 12 | 12 |
[kinds of logic (layout without fill, tap and decap cells)]
family / Yosys count / after routing / synth area share (%)
fa+ha+maj: 18 / 18 / 11.6
xor+xnor: 4 / 4 / 1.69
simple gates: 51 / 51 / 13.5
flops: 29 / 29 / 35.1
mux: 19 / 19 / 10.2
compound gates: 56 / 56 / 20.4
buf+inv: 32 / 58 / 7.43
No activity file was given, so power comes from the tool's default toggle rates.
